==> /design/flow/config.mk <==
export PLATFORM = sky130hd
export DESIGN_NAME = mul_datapath
export DESIGN_NICKNAME = mul_datapath
export VERILOG_FILES = /design/flow/design.v
export SDC_FILE = /design/flow/constraint.sdc
export NUM_CORES = 4
export LEC_CHECK = 1
export CORE_AREA = 10 10 70 70
export DIE_AREA = 0 0 80 80
==> /design/flow/constraint.sdc <==
current_design mul_datapath

set clk_period 3.9
set clk_io_pct 0.2

create_clock -name clk0 -period $clk_period [get_ports {clk}]

set non_clock_inputs [all_inputs -no_clocks]
set_input_delay [expr $clk_period * $clk_io_pct] -clock clk0 $non_clock_inputs
set_output_delay [expr $clk_period * $clk_io_pct] -clock clk0 [all_outputs]
==> /design/flow/design.v <==
module mul_datapath(done, clk, lda, ldb, ldp, clrp, decb,a,b);
    input clk, lda, ldb, ldp, clrp, decb;
    input [7:0] a;
    input [7:0] b;
    wire [7:0]a_data,product,b_out;
    output done;
    rega load_a(a,lda,clk,a_data);
    regp p(a_data,ldp,clrp,clk,product);
    regb b_data(b, clk, ldb, decb,b_out);
    compare comp_b(done, b_out);
endmodule
module rega(in,lda,clk,out);   
input [7:0] in;
input lda,clk;
output reg [7:0] out;
always@(posedge clk)
    if(lda)
	begin
            out<= in;
	end
endmodule
module regp(in,ldp,clrp,clk,out);  
input [7:0] in;
input ldp,clrp,clk;
output reg [7:0] out;
always@(posedge clk)
    if(clrp)
	out<= 4'b0;
    else if (ldp)     
        out<= out + in;
endmodule
module compare(done,data);
input [7:0] data;
output reg done;
always @(data)
begin
if (data)
   done <= 0;
else 
 done <= 1;   
end
endmodule
module regb(in,clk,ldb,decb,out);  
    input clk, ldb, decb;
    input [7:0] in;
    output reg [7:0]out;
    always @(posedge clk)
        begin
            if(ldb) out <= in;
            else if(decb)
                out <= out-1;
        end
endmodule
==> /design/flow/run.sh <==
#!/bin/bash
# OpenROAD 26Q1-2900-gdf79404cd8, Yosys 0.63+post, stock flow scripts
make -C /OpenROAD-flow-scripts/flow DESIGN_CONFIG=/design/flow/config.mk WORK_HOME=/design/flow/orfs finish
==> ci_impl_report.md <==
## PnR job results

| Metric | Value |
|---|---|
| Crit path from | b_data.out[4]$_DFFE_PP_ |
| Final wirelength | 1.053 mm |
| Vias | 374 |
| Int Power | 166.6 uW |
| Routed WL per cell | 10.03 um |
| Mean area per synthesized cell | 10.36 sq um |
| Iteration-0 DRC count of the detailed router | 17 |
| Routability Congestion | 0.7593 |
| Status | complete, no violations |
| Worst Hold End | b_data.out[0]$_DFFE_PP_ |
| CTS clk-pin slew, worst paths | 0.05 ns |
| Die Y | 80 um |
| Post-cts resize count | 0 |
| Setup Buffers After CTS | 0 |
| Most flops, register | b_data.out |
| Max incr delay on CP | 0.59 ns |
| Post-synthesis cell count | 46 |
| Family with the most delay on the worst path | simple AND/OR/NAND/NOR gates |
| Leakage power | between 0.2 and 0.25 nW |
| Die W | 80 um |
| Worst Hold Class | reg2reg |
| I/O Buffers | 11 |
| Crit-path cells | or4_1, nor4b_1, clkdlybuf4s50_1 |
| Crit path buf inv count | 1 |
| Number of antenna violations at the first check in global routing | 0 |
| Mapped Area | 476.7 sq um |
| Top Ports | 23 |
| Residual DRC | 0 |
| Final hold violation count | 0 |
| Layout cells sized above 1 | 0.1017 |
| Setup TNS | 0 ns |
| Clk_skew | 0.007415 ns |
| Die Footprint | 6400 sq um |
| NetSw | 53.70 uW |
| Max VDD drop | 0.0001779 V |
| Worst r2r src | b_data.out[0]$_DFFE_PP_ |
| Hold path startpoint | b_data.out[0]$_DFFE_PP_ |
| Max Cap Viol | 0 |
| RSZ-0062 raised after global routing | no |
| Crit path max-delay cell type | or4_1 |
| # setup viols final | 0 |
| Max reg flops | 8 |
| Part of the power in registers | 0.538 |
| Clk latency of the worst-skew pair | 0.25 ns |
| Register share after synthesis | 0.5039 |
| Ant. Diodes | 0 |
| H-Tree Depth | 1 |
| Post-route ant nets | 0 |
| Slew Limit Fails | 0 |
| Via density | 3.562 |
| Combinational power share | 0.185 |
| Most frequently placed logic cell in the final layout | clkdlybuf4s50_1 |
| R2R cell count | 5 |
| Slew of the pin with the lowest slew margin | ~0.4 ns |
| Final core utilization | 0.1941 |
| Final Critical Period | between 2 and 3 ns |
| Highest clock rate | 348.0 MHz |
| Biggest regs | b_data.out (8) |
| Yosys Instances | 46 |
| # rows | 21 |
| Hold-fix buffers, CTS | 0 |
| Crit end category | output pin |
| Fillcell total | 385 |
| Global route overflow | 0 |
| Most frequent cells in the layout | clkdlybuf4s50_1 (11), edfxtp_1 (8), nand2_1 (7) |
| Synthesis area per yosys | 476.7 sq um |
| PD cells | 332.2 nW/um^2 |
| Log Warnings | 37 |
| Period utilisation layout | 0.7367 |
| First-pass GRT wire length | 1.676 mm |
| CTS tree | yes |
| Max_slew headroom | 0.7324 |
| Ys Warns | 4 |
| Maximum buffer depth of the clock tree | 2 |
| Syn-to-layout area delta | 39.11% |
| CP max FO | 5 |
| Vias in the first global route | 357 |
| CP startpoint kind | flop |
| Largest net degree at the start of global routing | 15 |
| Clock share of power | 0.277 |
| Worst R2R End | b_data.out[6]$_DFFE_PP_ |
| Sw Share | 0.2437 |
| Total global-route track usage | 0.03352 |
| Fp util | 0.1396 |
| Hold depth | 1 |
| Critical path class | reg2out |
| Arrival time at the worst endpoint | 2.09 ns |
| 1st-pass router iterations | 4 |
| R2R setup slack | 2.03 ns |
| Ys flops | 8 |
| Core Box Area | 3416 sq um |
| Clk sinks | 8 |
| CTS Buf Count | 3 |
| Yosys cell types | 19 |
| CTS root buf | clkbuf_4 |
| Required @ worst endpoint | 3.12 ns |
-- metrics by stage --
step | std cells | hold slack, ns | setup slack, ns | power [mW] | cell area, sq um
2_1_floorplan | 46 | 0.5737 | 2.008 | 0.1422 | 476.7
3_3_place_gp | 102 | 0.5943 | 1.297 | 0.1590 | 640.6
3_5_place_dp | 102 | 0.6105 | 1.278 | 0.1602 | 640.6
4_1_cts | 105 | 0.6171 | 0.9969 | 0.2234 | 663.1
5_1_grt | 105 | 0.6604 | 0.8897 | 0.2345 | 663.1
6_report | 105 | 0.6235 | 1.027 | 0.2203 | 663.1
-- power by group through the flow --
stage                 clock, mW  sequential (mW)  combinational [mW]
after CTS                0.0639            0.118              0.0411
after global routing     0.0681            0.121              0.0457
final                    0.0611            0.119              0.0407
-- layer usage --
layer,GRT usage,routed length [um],up-vias
met5,0,0,-
met4,0,0,0
met3,0.02386,113,0
met2,0.04896,448,12
met1,0.04201,490,163
li1,-,-,199
-- worst max-delay path by stage --
stage / endpoint / slack (ns) / cells past startpoint
global route: done / 0.89 / 3
finish: done / 1.03 / 3
CTS: done / 1.0 / 3
-- synthesized netlist by cell type (all sizes together) --
library cell	instances	area, sq um
ha	2	25.02
clkbuf	1	3.750
o21ai	5	25.02
inv	3	11.26
nor4b	1	8.760
xor2	1	8.760
or2	1	6.260
edfxtp	8	240.2
nand2	7	26.28
nor2	3	11.26
or4	4	30.03
nand2b	1	6.260
nand3	1	5.000
or3	1	11.26
xnor2	1	8.760
a31oi	2	12.51
o31ai	1	7.510
or4b	1	13.76
o211ai	2	15.01
-- cell families after synthesis --
| logic type | synth area share |
|---|---|
| adder cells (fa/ha/maj) | 0.05249 |
| flip-flops | 0.5039 |
| XOR/XNOR | 0.03675 |
| AND-OR/OR-AND | 0.1260 |
| AND/OR/NAND/NOR | 0.2494 |
| buffers and inverters | 0.03149 |
-- worst reg2reg max path, stage by stage (launching register included) --
cell      delay [ns]
edfxtp_1        0.41
inv_1           0.10
ha_1            0.21
or4b_4          0.49
or4_1           0.42
o211ai_1        0.10
-- final cells by class --
type / count / area (sq um) / area share
clock buffers: 3 / 22.52 / 0.03396
repair buffers: 11 / 110.1 / 0.1660
well taps: 46 / 57.56 / 0.08679
inverters: 3 / 11.26 / 0.01698
multi-input cells: 34 / 221.5 / 0.3340
flip-flops and latches: 8 / 240.2 / 0.3623
No activity file was given, so power comes from the tool's default toggle rates.
