File: run.sh
#!/bin/bash
# OpenROAD 26Q1-2900-gdf79404cd8, Yosys 0.63+post, stock flow scripts
make -C /OpenROAD-flow-scripts/flow DESIGN_CONFIG=/design/flow/config.mk WORK_HOME=/design/flow/orfs finish
File: config.mk
export PLATFORM = sky130hd
export DESIGN_NAME = mul_controlpath
export DESIGN_NICKNAME = mul_controlpath
export VERILOG_FILES = /design/flow/design.v
export SDC_FILE = /design/flow/constraint.sdc
export NUM_CORES = 4
export LEC_CHECK = 1
export CORE_AREA = 10 10 70 70
export DIE_AREA = 0 0 80 80
File: constraint.sdc
current_design mul_controlpath

set clk_period 1.9
set clk_io_pct 0.2

create_clock -name clk0 -period $clk_period [get_ports {clk}]

set non_clock_inputs [all_inputs -no_clocks]
set_input_delay [expr $clk_period * $clk_io_pct] -clock clk0 $non_clock_inputs
set_output_delay [expr $clk_period * $clk_io_pct] -clock clk0 [all_outputs]
File: design.v
module mul_controlpath(done, lda, ldb, ldp, clrp, decb, clk, start,complete);
    input clk, start, done;
    output reg lda, ldb, ldp, clrp, decb, complete; 
    reg [2:0]state;
    parameter S0=3'b000, S1=3'b001, S2=3'b010, S3=3'b011, S4=3'b100;
    always @(posedge clk)
        begin
            case(state)
                S0 : if(start) state<= S1;  
                S1 : state<=S2;
                S2 : state<= S3;
                S3 :  #2 if(done) state<=S4;
                S4 : state<= S0;
                default : state<= S0; 
            endcase
        end 
    always @(state)
        begin
           case(state)
               S0: begin 
	             lda = 0; ldb = 0; ldp = 0; clrp = 0; decb = 0; complete = 0;  
		   end
               S1: begin 
	             lda = 1; clrp = 0; 
		   end   
               S2: begin 
		     lda = 0; ldb = 1; clrp = 1;  
		   end  
               S3: begin
                     ldb = 0; clrp =0;ldp = 1;  decb = 1;  
		   end
               S4: begin 
	             complete = 1; ldp = 0;  decb = 0; 
		   end
               default : begin 
		          lda = 0; ldb = 0; ldp = 0; clrp = 0; decb = 0;  
		         end 
           endcase
        end
endmodule
==> impl_table.tex <==
% Implementation results table
\begin{tabular}{lr}
\hline
Metric & Value \\
\hline
\multicolumn{2}{l}{\textbf{Synthesis}} \\
\quad Netlist area before placement & about 280 um2 \\
\quad Top post-synthesis cells by count & sky130\_fd\_sc\_hd\_\_dlxtn\_1 (5), sky130\_fd\_sc\_hd\_\_nor2\_1 (5), sky130\_fd\_sc\_hd\_\_edfxtp\_1 (3) \\
\quad Flip-flops with a built-in enable & 3 \\
\quad Cell Type Count & 14 \\
\quad Synthesis Warnings & 1 \\
\quad Top area cells in the synthesized netlist & sky130\_fd\_sc\_hd\_\_edfxtp\_1 (32\%), sky130\_fd\_sc\_hd\_\_dlxtn\_1 (27\%), sky130\_fd\_sc\_hd\_\_nor2\_1 (6.8\%) \\
\quad Async set-or-reset flop fraction in the synthesized netlist & 0 \\
\quad Mapped Cells & 27 \\
\quad \# Cells Yosys & 27 \\
\quad Synthesized area divided by synthesized cell count & about 10 um2 \\
\quad Dominant cell area share & 0.324 \\
\quad Main flop type & sky130\_fd\_sc\_hd\_\_dlxtn\_1 \\
\quad Flops \& latches, synth & 8 \\
\quad Summed standard-cell area reported by yosys & 278 um2 \\
\quad Synth area leader & sky130\_fd\_sc\_hd\_\_edfxtp\_1 \\
\multicolumn{2}{l}{\textbf{Floorplanning}} \\
\quad Horizontal die dimension & about 80 um \\
\quad Floorplan row count & 21 \\
\quad Floorplan core area & 3420 um2 \\
\quad Core Density at Floorplan & 0.0813 \\
\quad Vert. Die Dim & about 80 um \\
\quad I/O pin count & 9 \\
\quad Die Footprint & approximately 6400 um2 \\
\multicolumn{2}{l}{\textbf{Clock tree}} \\
\quad Clock network latency to the later pin of the worst-skew pair & approximately 0.23 ns \\
\quad Number of clock buffers inserted by TritonCTS & 3 \\
\quad Post-cts resize count & 0 \\
\quad TritonCTS clock tree & yes \\
\quad CTS Buffer Depth & 2 \\
\quad Clock root buffer & sky130\_fd\_sc\_hd\_\_clkbuf\_4 \\
\quad Max H-tree Level & 1 \\
\quad Number of buffers added for setup after CTS & 0 \\
\quad \# hold bufs at CTS & 0 \\
\quad Clock transition at path regs & 0.04 ns \\
\multicolumn{2}{l}{\textbf{Run}} \\
\quad Max-Cap Viols & 0 \\
\quad Tally of OpenROAD warnings & 25 \\
\multicolumn{2}{l}{\textbf{Final timing}} \\
\quad Final hold slack & about 0.71 ns \\
\quad Tightest Pin Transition & between 0.3 and 0.4 ns \\
\quad Sum Neg Setup Slack & 0 ns \\
\quad Shortest period the worst path allows & approximately 1.3 ns \\
\quad Number of unconstrained endpoints & 11 \\
\quad Max-slew headroom & 0.784 \\
\quad Maximum clock frequency & between 700 and 800 MHz \\
\quad Crit share post-route & 0.671 \\
\quad Number of failing setup endpoints in the final timing report & 0 \\
\quad Clk\_skew & 0.00120 ns \\
\quad Number of register pins that no clock reaches & 5 \\
\quad Final tally of hold violations & 0 \\
\quad Setup repair after global routing missed its margin & no \\
\quad Slew Limit Fails & 0 \\
\multicolumn{2}{l}{\textbf{Global routing}} \\
\quad Wire length of the first global-routing pass & slightly below 900 um \\
\quad Via count of the first global-routing pass & between 200 and 250 \\
\quad Maximum number of pins on one net before global-route repair & 12 \\
\quad Aggregate global-route resource usage & 0.0177 \\
\quad Sum of overflow across all layers after global routing & 0 \\
\quad Number of antenna violations at the first check in global routing & 0 \\
\multicolumn{2}{l}{\textbf{Worst setup path}} \\
\quad Worst Path Class, Setup & in -> reg \\
\quad Crit-path max FO & 3 \\
\quad Setup slack of the most critical reg-to-reg path & between 0.6 and 0.7 ns \\
\quad Worst path required time & approximately 1.8 ns \\
\quad Crit path DAT & about 1.2 ns \\
\quad End of the worst register-to-register path & state[2]\$\_DFFE\_PP\_ \\
\quad R2r worst-path depth & 2 \\
\quad Nature of the critical path startpoint & input port \\
\quad Sort of element at the end of the critical path & register \\
\quad Reg-to-reg startpoint & state[1]\$\_DFFE\_PP\_ \\
\multicolumn{2}{l}{\textbf{Detailed routing}} \\
\quad TritonRoute pass-1 iters & 2 \\
\quad Initial drt markers & 12 \\
\quad Post-detailed-route count of antenna-violating nets & 0 \\
\quad Per-cell routed wire length & $\sim$6.8 um \\
\quad Number of remaining DRC errors & 0 \\
\quad Via total after detailed routing & roughly 210 \\
\quad Antenna fix cells & 0 \\
\quad Total wire length & 558 um \\
\quad Per-cell via count in the routed design & around 2.6 \\
\multicolumn{2}{l}{\textbf{Outcome}} \\
\quad Result of the run & completed \\
\multicolumn{2}{l}{\textbf{Power and ir drop}} \\
\quad Peak ir drop on the vdd network & $\sim$0.00026 V \\
\quad Reg power frac & 0.478 \\
\quad Comb pwr share & 0.323 \\
\quad Switching Share & 0.306 \\
\quad Power density over the cells & between 1000 and 1500 nW/um2 \\
\quad Switching component of the power & between 0.15 and 0.2 mW \\
\quad Internal power contribution & between 0.3 and 0.4 mW \\
\quad Power share of the clock group & 0.199 \\
\quad Leak Pwr & around 0.16 nW \\
\multicolumn{2}{l}{\textbf{Place}} \\
\quad IO buf count & 8 \\
\quad Detailed placer's ending HPWL & approximately 430 um \\
\quad Routability Congestion & between 0.6 and 0.7 \\
\multicolumn{2}{l}{\textbf{Worst hold path}} \\
\quad Worst Hold Launch & state[2]\$\_DFFE\_PP\_ \\
\quad Hold worst-path end & state[0]\$\_DFFE\_PP\_ \\
\quad Class of the tightest hold or removal check & reg -> reg \\
\quad Hold Crit Depth & 1 \\
\multicolumn{2}{l}{\textbf{Final layout}} \\
\quad Fraction of layout instances using a drive strength above 1 & 0.0833 \\
\quad Area growth, synth to finish & 52.7\% \\
\hline
\end{tabular}
[through the flow]
stage          area, um2  setup WS [ns]   util  cells  power, mW
6_report             424          0.624  0.124     82      0.565
5_1_grt              424          0.530  0.124     82      0.620
4_1_cts              424          0.615  0.124     82      0.576
3_5_place_dp         398          0.367  0.116     78      0.459
3_3_place_gp         398          0.380  0.116     78      0.449
2_1_floorplan        278          0.757      -     27      0.388
[logic make-up after synthesis]
group           after synthesis  synth area share
compound gates                3            0.0676
flops                         3             0.324
xor+xnor                      1            0.0315
buf+inv                       3            0.0631
latches                       5             0.270
simple gates                 12             0.243
[cells in the final DEF (no fill, tap or decap)]
master,netlist,layout
sky130_fd_sc_hd__a21oi_1,1,1
sky130_fd_sc_hd__a31oi_1,1,1
sky130_fd_sc_hd__and2_1,1,1
sky130_fd_sc_hd__and3b_1,2,2
sky130_fd_sc_hd__clkbuf_1,0,1
sky130_fd_sc_hd__clkbuf_4,0,3
sky130_fd_sc_hd__clkdlybuf4s50_1,0,8
sky130_fd_sc_hd__dlxtn_1,5,5
sky130_fd_sc_hd__edfxtp_1,3,3
sky130_fd_sc_hd__nand2b_1,2,2
sky130_fd_sc_hd__nor2_1,5,5
sky130_fd_sc_hd__nor4_1,1,1
sky130_fd_sc_hd__o21bai_1,1,1
sky130_fd_sc_hd__or2_1,1,1
sky130_fd_sc_hd__xnor2_1,1,1
[power groups by stage]
stage	clock [mW]	sequential (mW)	combinational, mW
CTS	0.117	0.271	0.188
global route	0.121	0.286	0.214
finish	0.112	0.270	0.182
[registers in the layout, summed over array words and instances, names as in the netlist]
| name | count |
|---|---|
| clrp | 1 |
| complete | 1 |
| decb | 1 |
| lda | 1 |
| ldb | 1 |
| state | 3 |
[worst max-delay path, stage by stage]
cell	delay [ns]
sky130_fd_sc_hd__clkdlybuf4s50_1	0.47
sky130_fd_sc_hd__nor2_1	0.04
sky130_fd_sc_hd__a31oi_1	0.29
[per-layer routing]
layer  part of all wire  global-route usage  vias up
li1                   -                   -      110
met1               0.39              0.0169       89
met5                  0                   0        -
met4              0.048              0.0106        0
met3               0.16              0.0170        4
met2               0.39              0.0241        8
[layout make-up]
type                    instances  area [um2]
clock buffers                   4        26.3
fillers                       393        2990
multi-input cells              16        95.1
flip-flops and latches          8         165
well taps                      46        57.6
repair buffers                  8        80.1
[worst max-delay path by stage]
stage,start,endpoint,slack (ns),cells past startpoint
after CTS,done,state[2]$_DFFE_PP_,0.62,3
after global routing,state[1]$_DFFE_PP_,state[0]$_DFFE_PP_,0.53,2
final,done,state[2]$_DFFE_PP_,0.62,3
Power and IR drop assume default switching activity.
